### design/flow/run.sh
#!/bin/bash
# OpenROAD 26Q1-2900-gdf79404cd8, Yosys 0.63+post, stock flow scripts
make -C /OpenROAD-flow-scripts/flow DESIGN_CONFIG=/design/flow/config.mk WORK_HOME=/design/flow/orfs finish
### design/flow/constraint.sdc
current_design data_mem

set clk_period 6.1
set clk_io_pct 0.2

create_clock -name clk0 -period $clk_period [get_ports {clk}]

set non_clock_inputs [all_inputs -no_clocks]
set_input_delay [expr $clk_period * $clk_io_pct] -clock clk0 $non_clock_inputs
set_output_delay [expr $clk_period * $clk_io_pct] -clock clk0 [all_outputs]
### design/flow/config.mk
export PLATFORM = sky130hd
export DESIGN_NAME = data_mem
export DESIGN_NICKNAME = data_mem
export VERILOG_FILES = /design/flow/design.v
export SDC_FILE = /design/flow/constraint.sdc
export NUM_CORES = 4
export LEC_CHECK = 1
export CORE_UTILIZATION = 40
### design/flow/design.v
module data_mem(clk,adr,writedata,readdata,memread,memwrite);
input clk,memread,memwrite;
input[31:0]adr;
output reg[31:0] readdata;
input [31:0]writedata;
reg[31:0] veri_bellegi[0:31];
initial 
	begin
	veri_bellegi[0]=32'b0000_0000_0000_0000_0000_0000_0000_0000;
	veri_bellegi[1]=32'b0000_0000_0000_0000_0000_0000_0000_0001;
	veri_bellegi[2]=32'b0000_0000_0000_0000_0000_0000_0000_0010;
	veri_bellegi[3]=32'b0000_0000_0000_0000_0000_0000_0000_0011;
	veri_bellegi[4]=32'b0000_0000_0000_0000_0000_0000_0000_0100;
	veri_bellegi[5]=32'b0000_0000_0000_0000_0000_0000_0000_0101;
	veri_bellegi[6]=32'b0000_0000_0000_0000_0000_0000_0000_0110;
	veri_bellegi[7]=32'b0000_0000_0000_0000_0000_0000_0000_0111;
	end
always@(posedge clk)
	begin
		if(memread)
			readdata=veri_bellegi[adr];
		else if(memwrite)
			veri_bellegi[adr]=writedata;
	end
endmodule
==> notes.md <==
Flow results.

- The fmax is between 0.2 and 0.25 GHz.
- The worst stage delay on the critical path is 880 ps.
- The main area contributors are sky130_fd_sc_hd__edfxtp_1 79%, sky130_fd_sc_hd__mux2i_1 13%, sky130_fd_sc_hd__o22ai_1 3.7%.
- The portion of synthesized cell area occupied by the leading cell type is 0.790.
- From synthesis to final layout, the design area changed by 15.1%.
- The clock net sink count is 1056.
- The cell sequence reported for the critical path is clkdlybuf4s50_1 > buf_4 > nand4b_1 > buf_4 > o22ai_1 > nor4_1 > nand2_1.
- The post-synthesis instance area is ~40000 um^2.
- STA classifies the critical path endpoint as a flop.
- The number of warnings in the stage logs is ~56.
- The endpoint of the lowest-slack register-to-register path is readdata[30].
- The worst hold-check slack is between 700 and 800 ps.
- The largest fanout on the critical path is 14.
- Across all setup checks in the final design, the least slack found is about 1900 ps.
- The smallest clock period supported by the final layout is computed as 4240 ps.
- The worst-case IR drop observed on VDD is approximately 0.26 mV.
- The standby leakage power is between 15 and 20 nW.
- Entering global routing, the biggest net connects 103 pins.
- From left edge to right edge, the die measures 319 um.
- The slew check shows that the tightest pin keeps a relative margin of 0.132.
- In the finished design, the share of the clock period the worst path needs comes to 0.694.
- The startpoint type of the worst setup path is a primary input.
- Clock tree synthesis selected as its root buffer the cell sky130_fd_sc_hd__clkbuf_16.
- The source of the worst hold timing path is veri_bellegi[20][12].
- The most critical min-delay path falls under flop to flop.
- The count of pins over their slew limit is 0.
- The final timing report counts setup violations totalling 0.
- Per the Yosys statistics, synthesis produced around 2100 cells.
- The most numerous cell on the critical path is sky130_fd_sc_hd__buf_4.
- For the worst setup path, the data arrival time is about 4600 ps.
- The overall die size recorded for this design is 102000 um^2.
- Measured in cells, the most critical reg-to-reg path has a length of 4.
- The number of antenna violations at the first check in global routing is 2.
- Per the TritonCTS log, the buffer count is 102.
- Per the post-CTS timing run, clock transition at the registers of the reported paths is ~60 ps.
- The flow ran to the end, and the final reports show no timing, DRC or antenna violations.
- The non-filler instance count after layout is 3636.
- The clock reaches the later pin of the worst-skew pair after about 670 ps.
- The average instance area after synthesis is between 15 and 20 um^2.
- The post-CTS hold buffer count recorded in the log is 0.
- The first-pass GRT wire length is ~140000 um.
- Per the layout area report, the register area comes to roughly 32000 um^2.
- The DRC violation total left in the routed layout is recorded as 0.
- The initial utilization of the core area, before any placement, comes to 0.406.
- Buffers added to address setup during post-CTS repair amount to 0.
- The via-per-instance ratio is approximately 5.5.
- Yosys mapped a number of flops with a built-in enable equal to 1056.
- After detailed routing, the total wire length is just under 100000 um.
- The measured slew at the worst slew-check pin is around 1300 ps.
- Per the CTS log, the maximum H-tree level is 3.
- OpenSTA, run right after detailed placement, puts the worst setup slack at between 1000 and 1500 ps.
- The source of the worst register-to-register timing path is veri_bellegi[14][30].
- The routed wirelength normalized by instance count is between 20 and 30 um.
- The share of post-route cells with drive strength above 1 is 0.135.
- In this run the register-to-register setup slack is ~4000 ps.
- Across all layers, the routed design uses 20132 vias.
- Summed over all failing endpoints, the final setup total negative slack is 0 ps.
- The power per unit of standard cell area is 322 nW/um^2.
- The overall power is roughly 15 mW.
- In the log, the iteration count for the first detailed-route pass is 5.
- CTS reports a maximum clock tree buffer depth of 3.
- The cell count after placement is around 3400.
- The stat command in Yosys gives a chip area of between 40000 and 50000 um^2.
- The most instantiated flip-flop cell in the synthesis netlist is sky130_fd_sc_hd__edfxtp_1.
- The number of cell rows is 115.
- The endpoint with the worst hold slack is readdata[12].
- The share of the yosys chip area belonging to registers is 0.790.
- The final setup skew is 28.6 ps.
- The global route stage reports its total congestion overflow as 0.
- The TritonCTS clock tree is built.
- The post-synthesis cell count is between 2000 and 2500.
- Overall routing resource usage recorded by global route was 0.210.
- Once detailed placement completed, the half-perimeter wirelength came to around 53000 um.
- The required time of the critical path is 6470 ps.
- For reference, the final report shows the hold violation count at 0.
- In the synthesized netlist the async set-or-reset flop fraction comes to 0.
- The critical path start-end classification is primary input to flop.
- The number of global-route vias before repair is slightly above 20000.
- Gates resized during post-CTS repair numbered 0.
- Counting instances, the worst hold path has a depth of 4.
- Setup repair after global routing left no endpoint under its margin.
- The count of synthesis-stage warnings from yosys is 1.
- The post-route antenna net violation count is 0.
- Input and output buffers added on the ports amount to around 70.
- The number of synthesized register bits is about 1100.
- The number of distinct library cells after synthesis is 23.
- The multi-input combinational cells in the finished layout cover a total of around 8100 um^2.
- The number of top-level pins is 99.
- Once iteration 0 of detailed routing completed, the report listed roughly 1200 DRC markers.
- The total core area is approximately 100000 um^2.
- The vertical die dimension is roughly 320 um.
- The tally of filler cells in the layout is about 8000.
- The placement summary gives the final routability congestion estimate as about 0.83.
- Per the run summary, max-cap violations total 0.
- The most area-hungry cell type in the Yosys netlist is sky130_fd_sc_hd__edfxtp_1.
- Per the STA report, the cell with the highest stage delay on the worst path is sky130_fd_sc_hd__nand4b_1.
==> stage by stage <==
step / util / instance area, um^2
4_1_cts: 0.467 / 46200
3_5_place_dp: 0.434 / 42900
5_1_grt: 0.467 / 46200
6_report: 0.467 / 46200
2_1_floorplan: - / 40200
3_3_place_gp: 0.434 / 42900
==> routing by layer <==
metal	GRT usage	up-vias	wire length (um)	share of wire
li1	-	8950	-	-
met1	0.247	9807	32400	0.33
met2	0.317	1227	46800	0.48
met3	0.160	144	16600	0.17
met4	0.0373	4	2140	0.022
met5	0.00709	-	59	0.00060
==> where the power goes <==
part | leakage (nW) | switching, mW | internal [mW]
Sequential | 9.53 | 0.0197 | 8.06
Combinational | 4.59 | 0.405 | 0.243
Clock | 1.61 | 2.58 | 3.57
==> state kept, by name (all words and copies together), names as in the netlist <==
name,flops
readdata,32
veri_bellegi,1024
==> cell type report <==
| type | instances | area share |
|---|---|---|
| timing repair buffer | 175 | 0.0336 |
| sequential | 1056 | 0.686 |
| multi-input combinational | 928 | 0.174 |
| clock inverter | 68 | 0.0135 |
| tap | 1287 | 0.0348 |
| antenna | 4 | 0.000217 |
| clock buffer | 118 | 0.0574 |
==> Yosys cell counts, types with 6 or more instances <==
master / n
sky130_fd_sc_hd__nand2_1: 36
sky130_fd_sc_hd__nand4bb_1: 6
sky130_fd_sc_hd__buf_6: 13
sky130_fd_sc_hd__nor2_1: 31
sky130_fd_sc_hd__mux2i_1: 512
sky130_fd_sc_hd__o22ai_2: 20
sky130_fd_sc_hd__buf_2: 90
sky130_fd_sc_hd__o22ai_1: 236
sky130_fd_sc_hd__edfxtp_1: 1056
sky130_fd_sc_hd__clkbuf_1: 18
sky130_fd_sc_hd__nor4_1: 64
==> worst max path at each step <==
stage	start	endpoint
after CTS	adr[3]	readdata[14]
after global routing	adr[2]	readdata[15]
final	adr[3]	readdata[15]
==> logic make-up after synthesis <==
family | after synthesis | share of synthesized area
flip-flops | 1056 | 0.790
multiplexers | 512 | 0.128
AND-OR/OR-AND | 256 | 0.0430
AND/OR/NAND/NOR | 160 | 0.0223
buffers and inverters | 126 | 0.0175
==> critical path: cells and delay by family <==
kind / cells / cell delay (ps)
simple gates: 3 / 1770
buf+inv: 3 / 1450
compound gates: 1 / 140
==> placed cells by master, fill, tap and decap left out, types with 2 or more instances in the layout <==
cell type | netlist | routed
sky130_fd_sc_hd__nand4b_1 | 5 | 5
sky130_fd_sc_hd__mux2i_1 | 512 | 512
sky130_fd_sc_hd__nand4bb_4 | 0 | 5
sky130_fd_sc_hd__clkinv_1 | 0 | 27
sky130_fd_sc_hd__or3_1 | 2 | 2
sky130_fd_sc_hd__buf_4 | 5 | 99
sky130_fd_sc_hd__nor3_2 | 0 | 4
sky130_fd_sc_hd__or4b_2 | 0 | 3
sky130_fd_sc_hd__or3b_2 | 2 | 2
sky130_fd_sc_hd__buf_12 | 0 | 5
sky130_fd_sc_hd__nor2_1 | 31 | 3
sky130_fd_sc_hd__nand3b_1 | 2 | 2
sky130_fd_sc_hd__bufinv_16 | 0 | 11
sky130_fd_sc_hd__edfxtp_1 | 1056 | 1056
sky130_fd_sc_hd__clkinvlp_4 | 0 | 4
sky130_fd_sc_hd__o22ai_2 | 20 | 20
sky130_fd_sc_hd__o22ai_1 | 236 | 236
sky130_fd_sc_hd__diode_2 | 0 | 4
sky130_fd_sc_hd__clkdlybuf4s50_1 | 0 | 69
sky130_fd_sc_hd__clkbuf_1 | 18 | 14
sky130_fd_sc_hd__clkinv_2 | 0 | 23
sky130_fd_sc_hd__nor2_4 | 0 | 28
sky130_fd_sc_hd__nand2_1 | 36 | 36
sky130_fd_sc_hd__nor4_1 | 64 | 64
sky130_fd_sc_hd__clkbuf_16 | 0 | 104
Power figures rest on the tool's default switching activity, not on a simulated workload.
