<file path="/design/flow/design.v">
module add(pc,out,clk);
input[31:0]pc;
input clk;
output reg[31:0]out=0;
always@(posedge clk)
	 out=pc+4;
endmodule
</file>
<file path="/design/flow/run.sh">
#!/bin/bash
# OpenROAD 26Q1-2900-gdf79404cd8, Yosys 0.63+post, stock flow scripts
make -C /OpenROAD-flow-scripts/flow DESIGN_CONFIG=/design/flow/config.mk WORK_HOME=/design/flow/orfs finish
</file>
<file path="/design/flow/config.mk">
export PLATFORM = sky130hd
export DESIGN_NAME = add
export DESIGN_NICKNAME = add
export VERILOG_FILES = /design/flow/design.v
export SDC_FILE = /design/flow/constraint.sdc
export NUM_CORES = 4
export LEC_CHECK = 1
export CORE_AREA = 10 10 113 113
export DIE_AREA = 0 0 123 123
</file>
<file path="/design/flow/constraint.sdc">
current_design add

set clk_period 5.4
set clk_io_pct 0.2

create_clock -name clk0 -period $clk_period [get_ports {clk}]

set non_clock_inputs [all_inputs -no_clocks]
set_input_delay [expr $clk_period * $clk_io_pct] -clock clk0 $non_clock_inputs
set_output_delay [expr $clk_period * $clk_io_pct] -clock clk0 [all_outputs]
</file>
==> results.toml <==
# yosys + openroad results
[cells_and_area]
fin_util_pct = 20.9
largest_register_ffs = 32
syn2layout_area_growth_pct = 74.7
drive_above_1_share_pct = 8.15
final_cells = 320

[worst_setup_path]
path_max_fanout = 8
critPathTopFamily = "simple AND/OR/NAND/NOR gates"
cp_slowest_cell = "clkdlybuf4s50_1"
critPathArrivalTime_ns = 2.91
cpPeakStageDelay_ns = 0.55
end_kind = "register"
worstSetupPathType = "in2reg"
required_ns = 5.58
start_kind = "input port"
cp_num_buf_inv = 1
crit_path_cell_trace = "clkdlybuf4s50_1, ha_1, nand3_1, nor4_4, nand4_1, xnor2_1"

[sta]
hold_violations = 0
finalSetupViolations = 0
rsz0062_at_grt = "false"
tns_ns = 0
relSlewSlack_pct = 62.7
period_needed_ns = 2.73
worst_pin_slew_ns = 0.555
final-max-slew-violation-count = 0
fmax_ghz = 0.366
period_used_pct = 50.5

[yosys]
yosys_area_sq_um = 1230
ys_cells = 112
flop_cell = "dfxtp_1"
synth_flops = 32
avgSynthCellArea_sq_um = 11.0
async_flop_share_pct = 0
synth_seq_share_pct = 51.9
yosysWarningCount = 1
synth_area_sq_um = 1230
synthTopCellsByArea = "dfxtp_1, xnor2_1, xor2_1"
synth-edff-count = 0
yosysMostFrequentCell = "dfxtp_1"
top_cells_by_count = "dfxtp_1, xnor2_1, nand2_1, nand3_1, xor2_1"
top_area_cell = "dfxtp_1"
yosysTopAreaCellShare_pct = 51.9
synth_cells = 112
ys_types = 18

[grt]
overflow = 0
grt_max_degree = 12
grt_pass1_wl_um = 6040
grt_pass1_vias = 1057
antenna_found_initial = 0
track_usage_pct = 5.22

[clock_tree]
cts_setup_buffers = 0
clock-sinks = 32
cts_made_buffers = 5
htreeDepth = 2
cts_tree = "yes"
cts_resized = 0
max-clock-path-buffers = 2
clock-root-buffer = "clkbuf_8"
holdBufCountCts = 0
clk_pin_slew_ns = 0.07

[hold_path]
hold_depth = 1
whs_endpoint = "out[1]$_DFF_P_"
holdCritStartpoint = "pc[1]"
min_path_type = "in2reg"

[place]
port_buffers = 64
dp.cells = 312
finalWeightedCongestion = 0.789
hpwlAfterDp_um = 3440

[die]
io-pin-count = 65
fp.coreArea_sq_um = 10300
initCoreUtil_pct = 12.0
fp-row-count = 37
die_y_um = 123
die_area_sq_um = 15100
die_w_um = 123

[power_and_ir_drop]
switching_share_pct = 22.0
power_density_nw_per_um2 = 261
power.share.combinational_pct = 13.6
p_sw_uw = 123
p_leak_uw = 0.000786
seq_power_share_pct = 45.1
internal_power_uw = 439
vdd_drop_max_v = 0.000103
p_clk_share_pct = 41.3

[job]
warning_count = 25
drv_cap = 0

[drt]
wl_per_cell_um = 12.7
routed_wl_um = 4070
num_vias = 1008
insertedDiodeCount = 0
first_pass_iters = 4
viasPerCell = 3.15
drtIter0Drc = 18
antenna_left = 0
route.detailed.drc = 0

[status]
status = "finished, final reports clean"
placed cells by master, fill, tap and decap left out, drive strengths merged:
master         instances
nand2                 10
nor4                   4
ha                     1
clkinvlp               1
xor2                   9
clkbuf                 5
inv                    3
and3                   4
nor3                   3
or2                    1
clkinv                 1
clkdlybuf4s50         64
nand4                  8
nor2                   6
xnor2                 19
bufinv                 1
dfxtp                 32
nand3                 12
logic make-up after synthesis:
family / Yosys count / share of synthesized area (%)
xor gates and xnor gates: 28 / 19.9
adders and majority gates: 1 / 1.01
buffers and inverters: 3 / 0.912
DFF: 32 / 51.9
and+or+nand+nor: 48 / 26.3
layout make-up:
| type | instances | area (sq um) |
|---|---|---|
| fill | 1116 | 8170 |
| inverter | 3 | 11.3 |
| sequential | 32 | 641 |
| multi-input combinational | 77 | 583 |
| clock inverter | 3 | 42.5 |
| tap | 136 | 170 |
| timing repair buffer | 64 | 641 |
| clock buffer | 5 | 68.8 |
through the flow:
step | hold WS, ns | power (uW) | area, sq um | worst slack (ns)
2_1_floorplan | 1.11 | 271 | 1230 | 3.22
4_1_cts | 1.22 | 579 | 2160 | 2.61
3_5_place_dp | 1.54 | 338 | 2050 | 2.29
3_3_place_gp | 1.54 | 337 | 2050 | 2.36
6_report | 1.24 | 562 | 2160 | 2.67
5_1_grt | 1.22 | 593 | 2160 | 2.49
power groups by stage:
stage	registers, uW	logic, uW	clock network, uW
6_report	254	76.3	232
5_1_grt	255	83.2	254
4_1_cts	254	78.4	247
routing by layer:
layer  global-route usage, %  wire length [um]
met2                    8.27              1840
met3                    2.41               445
met1                    6.57              1730
met5                       0                 0
met4                   0.728                48
worst max path at each step:
stage         slack (ns)              end  cells after the start   from
global route        2.49  out[26]$_DFF_P_                      6  pc[2]
finish              2.67  out[30]$_DFF_P_                      6  pc[2]
CTS                 2.61  out[30]$_DFF_P_                      6  pc[2]
Power is estimated from default activity; no workload was simulated.
