`./run.sh`:
```
#!/bin/bash
# OpenROAD 26Q1-2900-gdf79404cd8, Yosys 0.63+post, stock flow scripts
make -C /OpenROAD-flow-scripts/flow DESIGN_CONFIG=/design/flow/config.mk WORK_HOME=/design/flow/orfs finish
```
`./config.mk`:
```
export PLATFORM = sky130hd
export DESIGN_NAME = add2
export DESIGN_NICKNAME = add2
export VERILOG_FILES = /design/flow/design.v
export SDC_FILE = /design/flow/constraint.sdc
export NUM_CORES = 4
export LEC_CHECK = 1
export CORE_UTILIZATION = 40
```
`./constraint.sdc`:
```
current_design add2

set clk_period 16.7
set clk_io_pct 0.2

create_clock -name clk0 -period $clk_period [get_ports {clk}]

set non_clock_inputs [all_inputs -no_clocks]
set_input_delay [expr $clk_period * $clk_io_pct] -clock clk0 $non_clock_inputs
set_output_delay [expr $clk_period * $clk_io_pct] -clock clk0 [all_outputs]
```
`./design.v`:
```
module add2(add,shift,out,clk);
input[31:0]add,shift;
input clk;
output reg [31:0] out;
always@(posedge clk)
	out=add+shift;
endmodule
```
==> impl_metrics.env <==
# yosys + openroad results
export IMPL_final_min_clock_period_ps=5613
export IMPL_largest_net_degree_at_the_start_of_global_routing=11
export IMPL_stage_log_warnings=26
export IMPL_fmax_mhz=178.2
export IMPL_post_drt_wl_per_cell_um=12.92
export IMPL_cts_tree="done"
export IMPL_cts_resized_gates=0
export IMPL_setup_worst_path_start="shift[24]"
export IMPL_h_tree_depth=2
export IMPL_tightestPinTransition_ps=540.0
export IMPL_synth_seq_cells=32
export IMPL_finalClockPeriodUsage_pct=33.61
export IMPL_yosys_cells=272
export IMPL_floorplan_die_height_um=79.28
export IMPL_post_route_cells_drive_above_1_share_pct=4.372
export IMPL_cts_setup_buffers=0
export IMPL_synth_cell_type_count=52
export IMPL_syn_area_sq_mm=0.002389
export IMPL_first_global_vias=2135
export IMPL_route_antenna_remaining_nets=0
export IMPL_synth_warnings=1
export IMPL_port_buffers=96
export IMPL_cpMaxStageDelayCell="a2111oi_0"
export IMPL_clkTransAtPathRegs_ps=70
export IMPL_crit_fanout=10
export IMPL_path_common_cell="a21oi_1"
export IMPL_dr_pass1_iters=4
export IMPL_power_per_standard_cell_area_mw_per_mm2=78.48
export IMPL_critical_path_cell_chain="clkdlybuf4s50_1, ha_1, a21oi_1, o21bai_1, a21oi_1, nor2_1, a2111oi_0, o21ai_0, or3_1"
export IMPL_insertedDiodeCount=0
export IMPL_vias_per_cell=5.276
export IMPL_hp_class="in -> reg"
export IMPL_drt_iter0_drc=99
export IMPL_max_stage_delay_ps=530
export IMPL_setup_worst_path_end_class="register"
export IMPL_power_leakage_nw=1.504
export IMPL_syn2layout_area_growth_pct=46.10
export IMPL_report_final_slew_viol_count=0
export IMPL_crit_path_end="out[31]$_DFF_P_"
export IMPL_max_ffs_per_register=32
export IMPL_worst_ir_drop_vdd_uv=49.36
export IMPL_tns_ps=0
export IMPL_antenna_found_initial=0
export IMPL_wire_length_of_the_first_global_routing_pass_um=9204
export IMPL_setup_violations_final=0
export IMPL_grt_setup_unrepaired="no"
export IMPL_layout_top_cell="clkdlybuf4s50_1"
export IMPL_route_final_wire_length_um=5660
export IMPL_gp_congestion=0.8587
export IMPL_max_cap_violations=0
export IMPL_maxSlewHeadroom_pct=63.07
export IMPL_top_level_ports=97
export IMPL_ys_seq_share_pct=26.82
export IMPL_async_flop_share_pct=0
export IMPL_globalRoute_totalOverflow=0
export IMPL_layout_cell_area_non_filler_sq_mm=0.003490
export IMPL_fp_dieW_um=79.28
export IMPL_postSynthCellCount=272
export IMPL_crit_path_start_kind="input port"
export IMPL_path_class="in -> reg"
export IMPL_worst_endpoint_arrival_ps=5780
export IMPL_fill_cells=525
export IMPL_worst_slack_ps=11090
export IMPL_synth_area_per_cell_sq_um=8.781
export IMPL_dpl_cell_area_sq_mm=0.003397
export IMPL_edf_count=0
export IMPL_cts_sinks=32
export IMPL_ff_latch_area_sq_um=640.6
export IMPL_initial_utilization_pct=42.34
export IMPL_placementRows=27
export IMPL_dr_total_vias=2311
export IMPL_run_status="completed"
export IMPL_finalHoldViolCount=0
export IMPL_drt_drc_violations_left=0
export IMPL_clockRootBuffer="clkbuf_8"
export IMPL_track_usage_pct=18.47
export IMPL_power_total_mw=0.2739
export IMPL_area_reported_by_yosys_stat_sq_mm=0.002389
export IMPL_dp_slack_ps=10830
export IMPL_worst_ep_required_time_ps=16870
export IMPL_core_area_sq_mm=0.005642
export IMPL_final_layout_top_logic_cells="clkdlybuf4s50_1, dfxtp_1, ha_1"
export IMPL_cts_hold_buffers_added=0
export IMPL_die_area_sq_mm=0.006285
export IMPL_dominantRegCellSynth="dfxtp_1"
export IMPL_cts_buffers=5
export IMPL_max_clock_path_buffers=2
export IMPL_place_hpwl_um=4686
export IMPL_combGateArea_sq_mm=0.001683
[worst min-delay path by stage]
stage	startpoint	endpoint	slack, ps	cells after the start
4_1_cts	shift[0]	out[0]$_DFF_P_	3650	2
5_1_grt	shift[0]	out[0]$_DFF_P_	3660	2
6_report	shift[0]	out[0]$_DFF_P_	3660	2
[critical path: cells and delay by family]
family,cells,cell delay (ps)
adders and majority gates,1,430
buffers and inverters,1,430
AOI/OAI and AO/OA,5,1150
and+or+nand+nor,2,450
[routing by layer]
metal,vias up,wire (um),global-route usage [%]
met1,1030,2754,26.81
met3,7,284,3.267
li1,1210,-,-
met2,64,2541,29.40
met4,0,78,3.091
met5,-,0,0
[cells by family after synthesis]
| logic type | share of synthesized area (%) |
|---|---|
| compound gates | 29.02 |
| simple gates | 13.25 |
| fa+ha+maj | 17.08 |
| buf+inv | 2.724 |
| flops | 26.82 |
| xor+xnor | 10.27 |
| mux | 0.8382 |
[stage by stage]
stage / util (%) / hold WS, ps / cells
6_report: 61.85 / 3661 / 438
5_1_grt: 61.85 / 3658 / 438
4_1_cts: 61.85 / 3655 / 438
3_5_place_dp: 60.21 / 3946 / 430
3_3_place_gp: 60.21 / 3958 / 430
2_1_floorplan: - / 3460 / 272
[cell type report]
type	instances	share of cell area, %
clock buffer	6	2.366
clock inverter	2	0.2868
inverter	6	0.6454
multi-input combinational	224	48.23
sequential	32	18.36
tap	72	2.582
timing repair buffer	96	27.54
[where the power goes]
part	switching (mW)	leakage [nW]	internal, mW
logic	0.0451	1.18	0.0698
registers	0.00386	0.270	0.0936
clock network	0.0286	0.0510	0.0329
[Yosys cell counts (4+ instances only)]
library cell  number  area (sq um)
nor2_1            12         45.04
a21oi_1           29         145.1
xor2_1            15         131.4
inv_1              5         18.77
clkbuf_1           6         22.52
a21o_1            19         142.6
nand3_1           10         50.05
ha_1              31         387.9
dfxtp_1           32         640.6
nand4_1            7         43.79
nand2_1           19         71.32
o21ai_0            7         35.03
buf_2              4         20.02
nor3_1             4         20.02
o21bai_1           4         30.03
xnor2_1           13         113.9
o21ai_1            7         35.03
Power is estimated from default activity; no workload was simulated.
